===== run.sh =====
#!/bin/bash
# OpenROAD 26Q1-2900-gdf79404cd8, Yosys 0.63+post, stock flow scripts
make -C /OpenROAD-flow-scripts/flow DESIGN_CONFIG=/design/flow/config.mk WORK_HOME=/design/flow/orfs finish

===== config.mk =====
export PLATFORM = sky130hd
export DESIGN_NAME = DIV
export DESIGN_NICKNAME = DIV
export VERILOG_FILES = /design/flow/design.v
export SDC_FILE = /design/flow/constraint.sdc
export NUM_CORES = 4
export LEC_CHECK = 1
export CORE_UTILIZATION = 40

===== constraint.sdc =====
current_design DIV

set clk_period 13.4
set clk_io_pct 0.2

create_clock -name clk0 -period $clk_period [get_ports {clk}]

set non_clock_inputs [all_inputs -no_clocks]
set_input_delay [expr $clk_period * $clk_io_pct] -clock clk0 $non_clock_inputs
set_output_delay [expr $clk_period * $clk_io_pct] -clock clk0 [all_outputs]

===== design.v =====
module DIV(
	   input clk,
	   input reset,
	   input start,
	   input signedness,
	   input [31:0] a,
	   input [31:0] b,
	   output reg busy,
	   output [31:0] q,
	   output [31:0] r);
	localparam [31:0] INITIAL_DIVISOR = 32'b1,
			  INITIAL_DIVIDEND = 32'b0;
	wire nextBusy;
	reg      quotientSign,     remainingSign,     curSignedness;
	wire nextQuotientSign, nextRemainingSign, nextCurSignedness;
	reg [31:0]      dividend,     divisor,     quotient,     remainder;
	wire [31:0] nextDividend, nextDivisor, nextQuotient, nextRemainder;
	reg [3:0] status;
	wire [3:0] nextStatus;
	localparam [3:0] STATUS_IDLE = 3'b000,
			 STATUS_LATCHING = 3'b001,
			 STATUS_REDUCING = 3'b010,
			 STATUS_COMPUTING = 3'b011,
			 STATUS_ERROR = 3'b111;
	assign q = quotientSign && curSignedness ? -quotient : quotient;
	assign r = remainingSign && curSignedness ? -remainder : remainder;
	assign nextQuotientSign  = status == STATUS_LATCHING ? (a[31] == 1) ^ (b[31] == 1) : quotientSign;
	assign nextRemainingSign = status == STATUS_LATCHING ? a[31] : remainingSign;
	assign nextCurSignedness = status == STATUS_LATCHING ? signedness : curSignedness;
	assign nextStatus = status == STATUS_IDLE && start && b == 32'b0 ? STATUS_ERROR :
			    status == STATUS_IDLE && start && b != 32'b0 ? STATUS_LATCHING :
			    status == STATUS_LATCHING && nextDivisor <= nextDividend ? STATUS_COMPUTING :
			    status == STATUS_LATCHING && nextDivisor > nextDividend ? STATUS_IDLE :
			    status == STATUS_COMPUTING && nextDivisor <= nextDividend ? STATUS_COMPUTING :
			    STATUS_IDLE;
	assign nextDividend = status == STATUS_LATCHING ? (curSignedness && a[31] == 1 ? -a : a) :
			      status == STATUS_REDUCING ? dividend >>> 1 :
			      status == STATUS_COMPUTING ? dividend - divisor :
			      status == STATUS_ERROR ? 0 :
			      dividend;
	assign nextDivisor = status == STATUS_LATCHING ? (curSignedness && b[31] == 1 ? -b : b) :
			     status == STATUS_REDUCING ? divisor >>> 1:
			     divisor;
	assign nextQuotient = status == STATUS_IDLE && start ? 0 :
			      status == STATUS_LATCHING ? 0 :
			      status == STATUS_ERROR ? -1 :
			      status == STATUS_REDUCING ? quotient :
			      status == STATUS_COMPUTING ? quotient + 1 :
			      quotient;
	assign nextRemainder = dividend;
	assign nextBusy = status != STATUS_IDLE;
	always @(posedge clk, posedge reset) begin
		if (reset) begin
			busy <= 1'b0;
			dividend <= INITIAL_DIVIDEND;
			divisor <= INITIAL_DIVISOR;
			quotient <= 32'b0;
			remainder <= 32'b0;
			quotientSign <= 1'b0;
			remainingSign <= 1'b0;
			curSignedness <= 1'b0;
			status <= STATUS_IDLE;
		end else begin  
			dividend <= nextDividend;
			divisor <= nextDivisor;
			quotient <= nextQuotient;
			remainder <= nextDividend;
			busy <= nextBusy;
			quotientSign <= nextQuotientSign;
			remainingSign <= nextRemainingSign;
			curSignedness <= nextCurSignedness;
			status <= nextStatus;
		end
	end
endmodule  

==> flow_summary.toml <==
# generated from flow reports
[status]
status = "finished clean"

[clock_tree]
cts_made_buffers = 9
post_cts_resized = 0
clock_sinks = 103
insertion_delay_ps = 360
h-tree-depth = 3
cts_tree = "yes"
cts_root_buf = "clkbuf_16"
cts_hold_buf = 0
clkTransAtPathRegs_ps = 80
post_cts_buffers = 0
clock_path_buffers = 2

[global_route]
grt_usage_pct = 24.8
grt_pass1_wl_um = 53600
grt_max_degree = 75
antenna_found_initial = 0
grt_overflow = 0
grt_pass1_vias = 9812

[yosys]
ff_type = "dfrtp_1"
yosysCellCount = 1446
synthArstFlopShare_pct = 100
netlist.area_leader.share_pct = 23.5
yosysChipArea_um2 = 10900
synthCells = 1446
syn_area_per_cell_um2 = 7.52
synth.distinct_cells = 83
edf_count = 0
numSynthFlops = 103
top_area_cell = "dfrtp_1"
ys.warnings.count = 1
synth_seq_share_pct = 23.7
syn_area_um2 = 10900
topCellsByArea = "dfrtp_1 (23%), ha_1 (7.8%), xnor2_1 (6.6%)"

[final_timing]
relSlewSlack_pct = 44.2
rsz0062_at_grt = "no"
fin_skew_ps = 9.81
tightest_slew_ps = 829
finalClockPeriodUsage_pct = 50.1
min_period_ps = 6710
max_freq_mhz = 149
slew_violations = 0
hold_viol_final = 0
setup_ws_ps = 6690
fin_tns_setup_ps = 0
setup_viol = 0

[power_and_ir_drop]
power_density_nw_per_um2 = 271
cellLeakagePower_nw = 5.18
peakVddDrop_mv = 0.107
power_mw = 3.46

[floorplanning]
die_y_um = 167
initCoreUtil_pct = 41.3
die_area_um2 = 27800
die_w_um = 167
num_rows = 59
coreArea_um2 = 26400
ioPinCount = 133

[routing]
diodes = 0
antenna_left = 0
drt_iter0_drc = 840
drt-pass1-iter-count = 5
vias = 10700
wl_um = 33900
avgViaCountPerCell = 5.74
avgRoutedWirePerCell_um = 18.2
drcViolationCount = 0

[finish]
drive_above_1_share_pct = 4.25
nFillCells = 2565
lay_top_count = "nor2_1"
seqCellArea_um2 = 2580
logic_area_um2 = 7700
layout_top_cells = "nor2_1 (140), clkdlybuf4s50_1 (132), a21oi_1 (130)"
syn_to_final_growth_pct = 17.5

[setup_path]
crit_path_top_delay_cell = "or4b_1"
crit_path_max_fanout = 5
critical_path.top_delay_family = "simple AND/OR/NAND/NOR gates"
critPathCaptureType = "flip-flop"
critPathArrivalTime_ps = 6960
cp_slowest_stage_delay_ps = 560
cp.buffers_inverters = 2
crit_chain = "clkdlybuf4s50_1 -> inv_1 -> ha_1 -> or4b_1 -> nor4_4 -> nand3_1 -> o21ai_1 -> xor2_1 -> a211oi_1 -> a21oi_1 -> a211o_1 -> ha_1 -> nand4_1 -> or3_1 -> nor2_1 -> nand2_1 -> o211ai_1 -> nand2_1"
crit_type = "input port to flip-flop"
start_kind = "input port"
crit_required_ps = 13640

[run]
max-cap-violations = 0
warnings = 26

[placed_design]
dp_slack_ps = 6410
placement.io_buffers = 132
hpwl_um = 26400
gp_congestion = 0.926

[min_path]
hold_class = "flip-flop to flip-flop"
-- Yosys cell counts (28+ instances only) --
master / count
nor2_1: 142
a21oi_1: 130
o21ai_0: 129
nand2_1: 126
dfrtp_1: 102
xnor2_1: 82
inv_1: 78
ha_1: 68
clkbuf_1: 65
xor2_1: 56
nand3_1: 39
mux2i_1: 30
a21o_1: 28
-- registers in the layout, summed over array words and instances (netlist names) --
signal / flops
dividend: 32
divisor: 32
quotient: 32
status: 3
busy: 1
curSignedness: 1
quotientSign: 1
remainingSign: 1
-- final cells by class --
cell class              instances  share of cell area [%]
multi-input cells            1184                    60.3
inverters                      78                    2.31
well taps                     335                    3.28
flip-flops and latches        103                    20.2
clock inverters                 6                   0.725
clock buffers                  10                    1.79
repair buffers                150                    11.4
-- stage by stage --
| step | hold WS [ps] | util (%) | instances | cell area [um2] |
|---|---|---|---|---|
| CTS | 546 | 48.5 | 1866 | 12800 |
| detailed placement | 528 | 47.2 | 1850 | 12500 |
| global placement | 531 | 47.2 | 1850 | 12500 |
| global route | 611 | 48.5 | 1866 | 12800 |
| finish | 542 | 48.5 | 1866 | 12800 |
| floorplan | 495 | - | 1446 | 10900 |
-- worst min-delay path, cell delays in order, from the launching register on --
cell,delay (ps)
dfrtp_1,380
nand3_1,70
o21ai_0,60
-- worst paths after layout --
| check | from | to | slack, ps | cells past startpoint |
|---|---|---|---|---|
| min reg2reg | quotient[18]$_DFFE_PP0P_ | quotient[18]$_DFFE_PP0P_ | 540 | 2 |
| max | a[1] | status[0]$_DFF_PP0_ | 6690 | 18 |
| max reg2reg | dividend[0]$_DFF_PP0_ | status[0]$_DFF_PP0_ | 8690 | 19 |
| max in group asynchronous | reset | dividend[30]$_DFF_PP0_ | 9800 | 3 |
| min in group asynchronous | reset | quotient[14]$_DFFE_PP0P_ | 2690 | 2 |
| min | quotient[18]$_DFFE_PP0P_ | quotient[18]$_DFFE_PP0P_ | 540 | 2 |
-- layer usage --
| layer | GRT usage, % | wire, um | vias up |
|---|---|---|---|
| li1 | - | - | 5383 |
| met1 | 38.3 | 16600 | 4935 |
| met2 | 38.1 | 14800 | 351 |
| met3 | 2.61 | 1920 | 42 |
| met4 | 4.59 | 701 | 0 |
| met5 | 0 | 0 | - |
-- kinds of logic (layout without fill, tap and decap cells) --
kind of cell               after synthesis  count (layout)  share of synthesized area [%]
AOI/OAI and AO/OA                      469             469                           27.1
and+or+nand+nor                        475             475                           21.3
buffers and inverters                  159             244                           5.63
xor gates and xnor gates               138             138                           11.1
adders and majority gates               69              69                           8.01
DFF                                    103             103                           23.7
muxes                                   33              33                           3.07
-- where the power goes --
group / total, mW / internal (mW) / switching (mW) / leakage, nW
logic: 2.56 / 1.14 / 1.42 / 3.75
registers: 0.597 / 0.425 / 0.172 / 1.28
clock network: 0.299 / 0.166 / 0.133 / 0.150
total: 3.46 / 1.73 / 1.72 / 5.18
No activity file was given, so power comes from the tool's default toggle rates.
